`design/flow/design.v`:
```
module always_counter(
    output [24:0] count,
    input clk_in
    );
    reg     [22:0] counter = 1;
    always @ (posedge(clk_in))
    begin
        if (counter == 10000000)
        begin
            counter <= 1;
        end
        else 
            counter <= counter + 1;
    end
    assign count = counter;
endmodule
```
`design/flow/run.sh`:
```
#!/bin/bash
# OpenROAD 26Q1-2900-gdf79404cd8, Yosys 0.63+post, stock flow scripts
make -C /OpenROAD-flow-scripts/flow DESIGN_CONFIG=/design/flow/config.mk WORK_HOME=/design/flow/orfs finish
```
`design/flow/constraint.sdc`:
```
current_design always_counter

set clk_period 4.0
set clk_io_pct 0.2

create_clock -name clk0 -period $clk_period [get_ports {clk_in}]

set non_clock_inputs [all_inputs -no_clocks]
set_input_delay [expr $clk_period * $clk_io_pct] -clock clk0 $non_clock_inputs
set_output_delay [expr $clk_period * $clk_io_pct] -clock clk0 [all_outputs]
```
`design/flow/config.mk`:
```
export PLATFORM = sky130hd
export DESIGN_NAME = always_counter
export DESIGN_NICKNAME = always_counter
export VERILOG_FILES = /design/flow/design.v
export SDC_FILE = /design/flow/constraint.sdc
export NUM_CORES = 4
export LEC_CHECK = 1
export CORE_AREA = 10 10 99 99
export DIE_AREA = 0 0 109 109
```
==> impl_metrics.ini <==
; physical design summary
[finish]
fillCellCount = 838
layout-drive-gt1-share_pct = 7.547
syn_to_final_growth_pct = 44.48
layout_top_cells = dfxtp_1, clkdlybuf4s50_1, xnor2_1
fin_area_sq_um = 1276
largest_reg_flops = 23
regMostFlops = counter
comb_area_sq_um = 407.9
largestRegisters = counter (23)
regArea_sq_um = 460.4

[floorplanning]
fp_util_pct = 11.43
pin_count = 26
placement_rows = 32
die_x_um = 109
die_h_um = 109
die_area_sq_um = 11880
core_area_sq_um = 7727

[sta]
period_minus_slack_ns = 2.045
hold_violations = 0
drv_slew = 0
fin_skew_ns = 0.003120
tns_ns = 0
max_freq_mhz = 489.0
rsz0062_at_grt = false
finalClockPeriodUsage_pct = 51.13
setup_violations = 0

[flow_run]
maxCapViolations = 0
tool_warnings = 25

[setup_path]
worstSetupStartpointType = flip-flop
rr_endpoint = counter[20]
setup.worst_path.end_class = primary output
regToRegSetupSlack_ns = 2.39
crit_arrival_ns = 1.25
cp_slowest_cell = clkdlybuf4s50_1
cp_top_family = buffers and inverters
crit_fanout = 7
crit_chain = clkdlybuf4s50_1
crit_type = flip-flop to primary output
cpPeakStageDelay_ns = 0.52
critPathBufInv = 1
reg2regPathDepth = 5
crit_required_ns = 3.20
reg2reg_from = counter[0]

[clock_tree]
cts_root_buffer = clkbuf_8
cts-resized-gates = 0
path_clk_slew_ns = 0.08
clockBufferDepth = 2
cts.sinks = 23
clk_latency_ns = 0.26
post_cts.repair.setup_buffers = 0
h-tree-depth = 1
cts_buffers = 3
ctsHoldBuffers = 0
cts_tree = done

[detailed_routing]
antenna_cells = 0
vias_per_cell = 3.010
dr.pass1.iters = 4
drt_iter0_markers = 55
vias = 626
routed_wl_mm = 2.017
wl_per_cell_um = 9.697
drc_errors = 0
ant_nets = 0

[global_route]
grt-ovfl-total = 0
met1_usage_pct = 4.408
grt_pass1_wl_mm = 3.277
grt_pass1_vias = 638
antenna_found_initial = 0
use_met2_pct = 5.484
grt_busiest_layer = met2
globalRouteMet3Util_pct = 0.5974
grt_max_degree = 14
grtUsageTotal_pct = 3.365

[power_and_ir_drop]
vdd_drop_max_v = 0.00008803
power_density_nw_per_um2 = 291.7
leakage_nw = 0.4029

[logic_synthesis]
syn_avg_cell_area_sq_um = 11.04
ys_area_sq_um = 883.3
syn-cell-area_sq_um = 883.3
synth_warnings = 1
numSynthFlops = 23
netlist_instances = 80
synthDistinctLibCells = 17
ys_cells = 80
postSynthSeqShare_pct = 52.12

[worst_hold_path]
min_from = counter[0]
holdPathStages = 1
whs_endpoint = counter[0]
hp-class = flip-flop to flip-flop

[placed_design]
hpwl_mm = 1.618
io_buffers = 23
gp_congestion = 0.7072
place_area_sq_um = 1230

[status]
status = finished, final reports clean
cells in the mapped netlist:
master    instances  area, sq um
and4_1            3        26.28
and3_1            2        12.51
nand4_2           1        12.51
nand3_1          12        60.06
inv_1             1        3.750
nand2_1           5        18.77
and4_2            1        10.01
xor2_1            4        35.03
ha_1              1        12.51
dfxtp_1          23        460.4
nor2_1            2        7.510
nand4_1           3        18.77
xnor2_1          17        148.9
and4bb_4          1        16.27
nor4_4            1        21.27
buf_4             2        15.01
conb_1            1        3.750
cell type report:
type / instances / area share (%)
inverter: 1 / 0.2941
timing repair buffer: 23 / 18.04
sequential: 23 / 36.08
tap: 102 / 10.00
clock inverter: 1 / 0.3922
multi-input combinational: 55 / 31.96
clock buffer: 3 / 3.235
worst max-delay path by stage:
stage          start  cells after the start       end
4_1_cts   counter[5]                      1  count[5]
5_1_grt   counter[5]                      1  count[5]
6_report  counter[5]                      1  count[5]
where the power goes:
part           total (mW)  switching, mW  internal [mW]
combinational   0.0000961      0.0000959              0
clock               0.144         0.0741         0.0695
sequential          0.229              0          0.229
logic make-up (layout without fill, tap and decap cells):
| kind of cell | Yosys count | count (layout) | synth area share (%) |
|---|---|---|---|
| XOR/XNOR | 21 | 21 | 20.82 |
| buffers and inverters | 3 | 28 | 2.124 |
| adder cells (fa/ha/maj) | 1 | 1 | 1.416 |
| other | 1 | 2 | 0.4245 |
| flip-flops | 23 | 23 | 52.12 |
| AND/OR/NAND/NOR | 31 | 31 | 23.09 |
stage by stage:
step	hold slack, ns	power [mW]	util, %	cells	worst slack, ns
floorplan	0.3829	0.2355	-	81	2.566
global placement	0.4122	0.2343	15.92	204	2.252
detailed placement	0.4207	0.2343	15.92	204	2.240
CTS	0.4428	0.3822	16.52	208	1.932
global route	0.4759	0.3899	16.52	208	1.895
finish	0.4329	0.3723	16.52	208	1.955
layer usage:
layer,part of all wire (%),vias to the layer above,routed length [um]
met5,0,-,0
li1,-,324,-
met2,47,12,956
met4,3.4,0,69
met3,3.5,4,70
met1,46,286,921
No activity file was given, so power comes from the tool's default toggle rates.
