`design/flow/config.mk`:
```
export PLATFORM = sky130hd
export DESIGN_NAME = clock_divider
export DESIGN_NICKNAME = clock_divider
export VERILOG_FILES = /design/flow/design.v
export SDC_FILE = /design/flow/constraint.sdc
export NUM_CORES = 4
export LEC_CHECK = 1
export CORE_AREA = 10 10 107 107
export DIE_AREA = 0 0 117 117
```
`design/flow/constraint.sdc`:
```
current_design clock_divider

set clk_period 3.9
set clk_io_pct 0.2

create_clock -name clk0 -period $clk_period [get_ports {clk_in}]

set non_clock_inputs [all_inputs -no_clocks]
set_input_delay [expr $clk_period * $clk_io_pct] -clock clk0 $non_clock_inputs
set_output_delay [expr $clk_period * $clk_io_pct] -clock clk0 [all_outputs]
```
`design/flow/design.v`:
```
`timescale 1ns / 1ps
module clock_divider(
    output clk_out,
    input clk_in
    );
    reg     [31:0] counter = 1;
    reg     temp_clk = 0;
    always @ (posedge(clk_in))
    begin
        if (counter == 2000000)
        begin
            counter <= 1;
            temp_clk <= ~temp_clk;
        end
        else 
            counter <= counter + 1;
    end
    assign clk_out = temp_clk;
endmodule
```
`design/flow/run.sh`:
```
#!/bin/bash
# OpenROAD 26Q1-2900-gdf79404cd8, Yosys 0.63+post, stock flow scripts
make -C /OpenROAD-flow-scripts/flow DESIGN_CONFIG=/design/flow/config.mk WORK_HOME=/design/flow/orfs finish
```
==> flow_summary.toml <==
# flow metrics
[sta]
setup_tns_ns = 0
rsz0062_at_grt = "false"
skew_ns = 0.00220
relSlewSlack = 0.441
slew_viol_final = 0
min_period_ns = 1.97
hold_viol = 0
fmax_mhz = 507
setup_viol = 0
tightest_slew_ns = 0.832
post-route-period-util = 0.505

[synth]
xor_share = 0.156
synth_area_um2 = 1460
edf_count = 1
ys_sh_aoi = 0.0360
synthTopCellsByArea = "dfxtp_1, xnor2_1, nand4_1"
yosys_cells = 152
syn_inst = 152
yosys.area_share.simple = 0.316
top_area_cell = "dfxtp_1"
syn_avg_cell_area_um2 = 9.61
yosys_warnings = 1
synth-adder-area-share = 0.0171
async_flop_share = 0
ys_ff = 33
logic_family = "simple AND/OR/NAND/NOR gates"
top_cell_area_share = 0.438
synth-main-ff-cell = "dfxtp_1"
synthMuxAreaShare = 0
ys_seq_frac = 0.459
synth_chip_area_um2 = 1460
synth_cell_types = 32

[route]
antenna_cells_inserted = 0
drc = 0
wl_per_cell_um = 9.85
num_vias = 1080
drtIter0Drc = 43
drt_wl_total_um = 2680
firstDrtPassIters = 4
postRouteAntennaNets = 0
viasPerCell = 3.97

[floorplan]
fp-row-count = 35
die_x_um = 117
fp_util = 0.159
core_region_area_um2 = 9200
die_y_um = 117
ios = 2
dieArea_um2 = 13700

[clock_tree]
clk_latency_ns = 0.28
postCtsSetupBuffers = 0
clockBufferDepth = 2
cts_tree = "done"
htreeDepth = 2
cts-resized-gates = 0
cts.reportedPaths.clkPinSlew_ns = 0.06
cts_buffers = 5
ctsHoldBuffers = 0
cts.sinks = 33
root_buffer = "clkbuf_8"

[finish]
drive_gt1_frac = 0.0870
syn2layout_area_growth_pct = 15.8
fillers = 996
layout.cells.non_filler = 272

[placement]
gp_congestion = 0.803
portBuffers = 1
dp_hpwl_um = 1870
place_inst = 264

[global_route]
grt_pass1_wl_um = 4350
grt_max_degree = 10
grt-ovfl-total = 0
grt_pass1_vias = 955
track_usage = 0.0383
antenna_found_initial = 0

[power_and_ir_drop]
p_sw_frac = 0.201
p_int_w = 0.000465
p_sw_w = 0.000117
p_seq_frac = 0.581
p_comb_frac = 0
power_frac_clock = 0.419
vdd_drop_max_uv = 98.7
powerDensity_nw_per_um2 = 344
p_leak_nw = 0.540

[flow_run]
drv_cap = 0
warnings = 26

[critical_path]
critical_path.startpoint_type = "flip-flop"
cp.required_ns = 4.07
arrival_ns = 2.14
cp-end-kind = "flip-flop"
critPathKind = "flip-flop to flip-flop"
cp_max_fo = 7

[status]
status = "finished, final reports clean"

[worst_hold_path]
min_path_type = "flip-flop to flip-flop"
[Yosys cell counts, drive strengths merged, types with 2 or more instances]
library cell	count
dfxtp	32
xnor2	21
nand4	14
nor2	12
nand3	11
nand2	8
nor4	8
nor3	6
inv	5
xor2	5
and3	4
or3	4
a21oi	3
and2	3
ha	2
nor4b	2
o21ai	2
[layout make-up]
cell class,count,area [um^2],share of cell area
flip-flops and latches,33,671,0.396
multi-input cells,113,767,0.453
clock buffers,8,80.1,0.0473
repair buffers,2,17.5,0.0103
inverters,5,18.8,0.0111
well taps,111,139,0.0820
[metrics by stage]
stage | setup WS (ns) | utilization | hold WS (ns) | area, um^2 | total power (W)
floorplan | 2.27 | - | 0.400 | 1460 | 0.000346
global placement | 1.98 | 0.175 | 0.418 | 1610 | 0.000346
detailed placement | 1.99 | 0.175 | 0.425 | 1610 | 0.000346
CTS | 1.98 | 0.184 | 0.440 | 1690 | 0.000587
global route | 1.78 | 0.184 | 0.459 | 1690 | 0.000602
finish | 1.93 | 0.184 | 0.442 | 1690 | 0.000582
[registers in the layout, summed over array words and instances (netlist names)]
| signal | flops |
|---|---|
| counter | 32 |
| temp_clk | 1 |
[final timing paths]
kind | startpoint | endpoint | slack, ns | cells past startpoint
worst max register to register | counter[0] | counter[30] | 1.93 | 5
worst min register to register | counter[0] | counter[0] | 0.44 | 1
worst min-delay path | counter[0] | counter[0] | 0.44 | 1
worst max-delay path | counter[0] | counter[30] | 1.93 | 5
[power by group through the flow]
stage / sequential [W] / combinational (W) / clock [W]
final: 0.000338 / 0.000000000231 / 0.000244
after CTS: 0.000338 / 0.000000000231 / 0.000248
after global routing: 0.000338 / 0.000000000231 / 0.000263
[layer usage]
layer  GRT usage  wire length [um]
met2      0.0544              1110
met1      0.0572              1390
met3     0.00929               125
met5           0                 0
met4     0.00906                55
[critical path: stages, from the launching register on]
cell	delay [ns]
dfxtp_1	0.37
ha_1	0.23
nand2_1	0.15
nor3_1	0.67
nand4_1	0.24
xnor2_1	0.19
[cells in the final DEF (no fill, tap or decap), types with 4 or more instances in the layout]
| master | n |
|---|---|
| xor2_1 | 5 |
| nand4_1 | 12 |
| clkbuf_8 | 5 |
| nand3_1 | 11 |
| inv_1 | 5 |
| nor2_1 | 12 |
| xnor2_1 | 21 |
| nor3_1 | 5 |
| and3_1 | 4 |
| dfxtp_1 | 32 |
| nand2_1 | 8 |
| nor4_1 | 7 |
[cells by family (layout without fill, tap and decap cells)]
| kind of cell | after synthesis | after routing |
|---|---|---|
| flip-flops | 33 | 33 |
| AND/OR/NAND/NOR | 77 | 77 |
| adder cells (fa/ha/maj) | 2 | 2 |
| AND-OR/OR-AND | 8 | 8 |
| buffers and inverters | 6 | 15 |
| XOR/XNOR | 26 | 26 |
Power and IR drop assume default switching activity.
